==> ./run.sh <==
#!/bin/bash
# OpenROAD 26Q1-2900-gdf79404cd8, Yosys 0.63+post, stock flow scripts
make -C /OpenROAD-flow-scripts/flow DESIGN_CONFIG=/design/flow/config.mk WORK_HOME=/design/flow/orfs finish
==> ./config.mk <==
export PLATFORM = sky130hd
export DESIGN_NAME = apb_slave
export DESIGN_NICKNAME = apb_slave
export VERILOG_FILES = /design/flow/design.v
export SDC_FILE = /design/flow/constraint.sdc
export NUM_CORES = 4
export LEC_CHECK = 1
export CORE_AREA = 10 10 94 94
export DIE_AREA = 0 0 104 104
==> ./constraint.sdc <==
current_design apb_slave

set clk_period 4.0
set clk_io_pct 0.2

create_clock -name clk0 -period $clk_period [get_ports {PCLK}]

set non_clock_inputs [all_inputs -no_clocks]
set_input_delay [expr $clk_period * $clk_io_pct] -clock clk0 $non_clock_inputs
set_output_delay [expr $clk_period * $clk_io_pct] -clock clk0 [all_outputs]
==> ./design.v <==
module apb_slave ( 
  PCLK, 
  PRESETn, 
  PADDR, 
  PWRITE, 
  PSEL, 
  PENABLE, 
  PWDATA, 
  PRDATA, 
  PREADY,
  APB_BYPASS,
  APB_REQ,
  APB_ARB_TYPE
);
input        PCLK;
input        PRESETn;
input        PWRITE;
input        PSEL;
input        PENABLE;
input  [7:0] PADDR;
input  [7:0] PWDATA;
output [7:0] PRDATA;
output       PREADY;
output       APB_BYPASS;
output [3:0] APB_REQ;
output [2:0] APB_ARB_TYPE;
localparam IDLE      = 2'b00;
localparam SETUP     = 2'b01;
localparam ACCESS    = 2'b10;
localparam UNKNOWN   = 2'b11;
localparam RST_VAL_BYPASS_REG   = 8'h00;
localparam RST_VAL_REQ_REG      = 8'h00; 
localparam RST_VAL_ARB_TYPE_REG = 8'h04;
localparam ADDR_BYPASS_REG   = 8'h10;
localparam ADDR_REQ_REG      = 8'h14;
localparam ADDR_ARB_TYPE_REG = 8'h1C;
reg [1:0] current_state;
reg [1:0] next_state;
reg [7:0] r_prdata;
reg [7:0] r_bypass;
reg [7:0] r_req;
reg [7:0] r_arb_type;
assign PRDATA       = r_prdata;
assign APB_BYPASS   = r_bypass[0];
assign APB_REQ      = r_req[3:0];
assign APB_ARB_TYPE = r_arb_type[2:0];
always @(negedge PRESETn or posedge PCLK) begin
  if (PRESETn == 0)
    begin
      current_state <= IDLE;
    end
  else 
    begin
      current_state <= next_state;
    end
end
always @(*) begin
  case (current_state)
    IDLE : begin
      if(PSEL & ~PENABLE)
        next_state = SETUP;
      else
        next_state = IDLE;
    end
    SETUP : begin
      if(PSEL & PENABLE)
        next_state = ACCESS;
    end
    ACCESS : begin
      if(PSEL & ~PENABLE)
        next_state = SETUP;
      else
        next_state = IDLE;
    end
    default: begin
      next_state = current_state;
    end
  endcase
end
assign PREADY = (current_state == SETUP) && (next_state == ACCESS);
always @(*) begin
  if(PREADY & ~PWRITE)
    begin
      if(PADDR == ADDR_BYPASS_REG)
        r_prdata = r_bypass;
      else if(PADDR == ADDR_REQ_REG)
        r_prdata = r_req;
      else if(PADDR == ADDR_ARB_TYPE_REG)
        r_prdata = r_arb_type;
      else
        r_prdata = 8'd0;
    end
  else
    begin
      r_prdata = 8'd0;
    end
end
always @(posedge PCLK or negedge PRESETn) begin
  if(PRESETn == 0)
    begin
      r_bypass  <= RST_VAL_BYPASS_REG;
      r_req     <= RST_VAL_REQ_REG;
      r_arb_type <= RST_VAL_ARB_TYPE_REG;
    end
  else
    begin
      if(PREADY & PWRITE)
        begin
          if(PADDR == ADDR_BYPASS_REG)
            r_bypass <= PWDATA;
          else if(PADDR == ADDR_REQ_REG)
            r_req <= PWDATA;
          else if(PADDR == ADDR_ARB_TYPE_REG)
            r_arb_type <= PWDATA;
        end
    end
end
endmodule
==> changes_impl.md <==
### Metrics

* HP Class: reg2reg
* Late-Pin Clk Latency at 0.26 ns
* PortBufs at 37
* Via count at 903
* Critical Path Max Stage Delay at 0.58 ns
* Period utilization at 94.45%
* Total Wirelength at 3062 µm
* Total grt overflow at 0
* DRT antenna net count at 0
* Root Buffer: clkbuf_8
* Area Overhead vs Synth at 37.09%
* # rows at 30
* Fmax at 0.2647 GHz
* Setup violations, final at 0
* Placed Cells at 231
* Synth Warn # at 1
* Dpl hpwl at 2383 µm
* Core area at 0.006832 mm²
* CP startpoint kind: input port
* Sequential power share at 56.3%
* Synthesized area at 0.001366 mm²
* Fin Setup TNS at 0 ns
* Via count of the first global-routing pass at 1017
* 1st-iter DRT viols at 45
* Count of final hold-check violations at 0
* Synthesis area per yosys at 0.001366 mm²
* RSZ-0062 raised after global routing: no
* Pins over their slew limit at 0
* Placed cell area at 0.001814 mm²
* Tool warning count at 25
* Final clock skew at 0.001419 ns
* Yosys cell types at 24
* Post-route cell area at 0.001873 mm²
* Ports at 38
* First drt pass iteration count at 3
* Number of synthesized register bits at 28
* Max Cap Violations at 0
* Status: complete, no violations
* Worst slew pin tran at 0.6597 ns
* Net Sw Frac at 19.95%
* Clk network pwr share at 34.4%
* Sw Pwr at 93.70 µW
* VDD IR-drop max at 0.1469 mV
* WP data required at 3.20 ns
* Layout cells sized above 1 at 33.09%
* Drt via density at 3.843
* Worst Path Arrival at 2.98 ns
* DRC Markers at 0
* Worst path slowest cell: or4_4
* Post-cts hold buffer count at 0
* Fillers at 735
* Worst Setup End Kind: output port
* Die ar. at 0.01082 mm²
* First-pass GRT wire length at 5257 µm
* Yosys cell count at 107
* Reg area at 681.9 µm²
* Post-CTS Setup Inserts at 0
* Largest net degree at the start of global routing at 27
* Logic pwr share at 9.3%
* Pint at 376.0 µW
* CTS tree: yes
* Die H at 104 µm
* Fp util at 20.00%
* Routability cong. at 0.7005
* Tot GR Track Use at 5.902%
* Syn Inst Count at 107
* H-tree Lvls at 1
* WL/cell at 13.03 µm
* Critical path peak fanout at 8
* Min Clock Period, post-route at 3.778 ns
* Most frequent logic cell in the layout: clkdlybuf4s50_1
* Leakage power total at 0.0008062 µW
* WS Path Type: in2out
* Logic area at 604.3 µm²
* Crit path cell chain: clkdlybuf4s50_1, or4b_1, or4_4, nor2_1, clkdlybuf4s50_1
* Final Core Density at 27.42%
* Clock transition at path regs at 0.08 ns
* CTS buffer count at 3
* Initial antenna violation count at 0
* Fin cells at 235
* Endpoints left unconstrained at 4
* Die W at 104 µm
* Register pins left without a clock at 2
* ANT cells at 0
* Syn avg cell area at 12.77 µm²
* Clk buf depth at 2
* Pwr dens at 250.8 mW/mm²
* Most frequent logic cells in the routed design: clkdlybuf4s50_1, mux2_2, dfrtp_1
* CP dominant cell by count: clkdlybuf4s50_1
* Slew margin rel. at 55.69%
* Pwr Total at 469.7 µW
synthesized netlist by cell type, drive strengths merged:
cell type | number | area, µm²
or4 | 1 | 7.510
nand4bb | 1 | 11.26
dfrtp | 25 | 625.6
o21ai | 1 | 5.000
or4b | 1 | 10.01
a21oi | 1 | 5.000
inv | 1 | 3.750
a22oi | 8 | 60.06
nor4 | 3 | 63.81
nand3 | 1 | 5.000
dlxtn | 2 | 30.03
nand2b | 2 | 12.51
nand2 | 1 | 3.750
buf | 9 | 61.30
dfstp | 1 | 26.28
nor2 | 9 | 33.78
nand3b | 1 | 7.510
clkbuf | 5 | 18.77
mux2 | 32 | 360.3
or3b | 1 | 8.760
or2 | 1 | 6.260
critical path, delay by kind of cell:
kind / cells / cell delay, ns
AND/OR/NAND/NOR: 3 / 1.31
buffers and inverters: 2 / 0.87
layer usage:
metal	global-route usage [%]	wire length, µm
met1	7.425	1389
met2	10.05	1436
met3	1.754	193
met4	0.6958	43
met5	0	0
worst paths after layout:
path | start | end | slack (ns) | cells past startpoint
setup / recovery | PADDR[5] | PRDATA[4] | 0.22 | 5
max in group asynchronous | PRESETn | r_arb_type[2]$_DFFE_PN1P_ | 2.82 | 2
setup reg to reg | current_state[1]$_DFF_PN0_ | r_req[4]$_DFFE_PN0P_ | 1.97 | 3
hold reg to reg | r_req[7]$_DFFE_PN0P_ | r_req[7]$_DFFE_PN0P_ | 0.49 | 1
min in group asynchronous | PRESETn | r_req[3]$_DFFE_PN0P_ | 0.89 | 2
hold / removal | r_req[7]$_DFFE_PN0P_ | r_req[7]$_DFFE_PN0P_ | 0.49 | 1
power by group through the flow:
stage,combinational (µW),clock [µW],sequential [µW]
CTS,44.8,169,264
global route,48.8,180,264
finish,43.6,162,264
metrics by stage:
step | hold slack, ns | setup WS, ns
floorplan | 0.4541 | 1.023
global placement | 0.4701 | 0.04949
detailed placement | 0.4722 | 0.04508
CTS | 0.4921 | 0.03143
global route | 0.5211 | 0.08559
finish | 0.4855 | 0.2218
registers in the layout, indices dropped and copies added, names as in the netlist:
register	cells
current_state	2
next_state	2
r_arb_type	8
r_bypass	8
r_req	8
cells by family after synthesis:
family                 share of synthesized area, %
AND/OR/NAND/NOR                               12.45
flip-flops                                    47.71
latches                                       2.198
AND-OR/OR-AND                                 5.128
buffers and inverters                         6.135
multiplexers                                  26.37
what timing repair did:
action / in CTS / in global routing
gates resized: 0 / 1
hold endpoints to repair: 0 / 0
endpoints found under the setup margin: 0 / 3
area by class of cell:
cell class / count / area share (%)
Multi-Input combinational cell: 64 / 32.26
Inverter: 1 / 0.2004
Tap cell: 96 / 6.413
Clock buffer: 4 / 2.939
Sequential cell: 28 / 36.41
Timing Repair Buffer: 42 / 21.78
No activity file was given, so power comes from the tool's default toggle rates.
