==> ./config.mk <==
export PLATFORM = sky130hd
export DESIGN_NAME = decoder
export DESIGN_NICKNAME = decoder
export VERILOG_FILES = /design/flow/design.v
export SDC_FILE = /design/flow/constraint.sdc
export NUM_CORES = 4
export LEC_CHECK = 1
export CORE_AREA = 10 10 70 70
export DIE_AREA = 0 0 80 80
==> ./constraint.sdc <==
current_design decoder

set clk_period 3.6
set clk_io_pct 0.2

create_clock -name clk0 -period $clk_period

set non_clock_inputs [all_inputs -no_clocks]
set_input_delay [expr $clk_period * $clk_io_pct] -clock clk0 $non_clock_inputs
set_output_delay [expr $clk_period * $clk_io_pct] -clock clk0 [all_outputs]
==> ./design.v <==
`default_nettype none
module decoder(
		input wire clk,
		input wire reset,
	       input wire [31:0] 		  inst,
	       output reg [2-1:0]   imm_type,
	       output wire [5-1:0] 	  rs1,
	       output wire [5-1:0] 	  rs2,
	       output wire [5-1:0] 	  rd,
	       output reg [2-1:0]  src_a_sel,
               output reg [2-1:0]  src_b_sel,
	       output reg 			  wr_reg,
	       output reg 			  uses_rs1,
	       output reg 			  uses_rs2,
	       output reg 			  illegal_instruction,
	       output reg [4-1:0] 	  alu_op,
	       output reg [3-1:0] 	  rs_ent,
	       output wire [2:0] 		  dmem_size,
	       output wire [3-1:0]  dmem_type, 
	       output reg [2-1:0] 	  md_req_op,
	       output reg 			  md_req_in_1_signed,
	       output reg 			  md_req_in_2_signed,
	       output reg [2-1:0] md_req_out_sel
	       );
   wire [4-1:0] 			  srl_or_sra;
   wire [4-1:0] 			  add_or_sub;
   wire [3-1:0] 			  rs_ent_md;
   wire [6:0] 		    opcode = inst[6:0];
   wire [6:0] 		    funct7 = inst[31:25];
   wire [11:0] 		    funct12 = inst[31:20];
   wire [2:0] 		    funct3 = inst[14:12];
   reg [4-1:0]  alu_op_arith;
   assign rd = inst[11:7];
   assign rs1 = inst[19:15];
   assign rs2 = inst[24:20];
   assign dmem_size = {1'b0,funct3[1:0]};
   assign dmem_type = funct3;
   always @ (*) begin	
      imm_type = 2'd0;
      src_a_sel = 2'd0;
      src_b_sel = 2'd1;
      wr_reg = 1'b0;
      uses_rs1 = 1'b1;
      uses_rs2 = 1'b0;
      illegal_instruction = 1'b0;
      rs_ent = 1;
      alu_op = 4'd0;
      case (opcode)
	7'b0000011 : begin
           wr_reg = 1'b1; 
	   rs_ent = 4;
        end
        7'b0100011 : begin
           uses_rs2 = 1'b1;
           imm_type = 2'd1;
	   rs_ent = 2;      
	   end
        7'b1100011 : begin
           uses_rs2 = 1'b1;
           src_b_sel = 2'd0;
           case (funct3)
             0 : alu_op = 4'd8;
             1 : alu_op = 4'd9;
             4 : alu_op = 4'd12;
             6 : alu_op = 4'd13;
             5 : alu_op = 4'd14;
             7 : alu_op = 4'd15;
             default : illegal_instruction = 1'b1;
           endcase  
	   rs_ent = 2;
        end
        7'b1101111 : begin
           uses_rs1 = 1'b0;
           src_a_sel = 2'd1;
           src_b_sel = 2'd2;
           wr_reg = 1'b0;
	   rs_ent = 2;
        end
        7'b1100111 : begin
           illegal_instruction = (funct3 != 0);
           src_a_sel = 2'd1;
           src_b_sel = 2'd2;
           wr_reg = 1'b0; 
	   rs_ent = 2;
        end
        7'b0010011 : begin
		wr_reg = 1'b0;
		if(!funct7[0]) begin
           alu_op = alu_op_arith;
	end
		if (funct7 == 7'd1) begin 
	      rs_ent = rs_ent_md;
           end
        end
        7'b0110011  : begin
		uses_rs2 = 1'b1;
		src_b_sel = 2'd0;
		 wr_reg = 1'b1;
	if(!funct7[0]) begin
           alu_op = alu_op_arith;
	end
        if (funct7 == 7'd1) begin 
	      rs_ent = rs_ent_md;
           end
        end
        7'b0010111 : begin
           uses_rs1 = 1'b0;
           src_a_sel = 2'd1;
           imm_type = 2'd2;
           wr_reg = 1'b1;
        end
        7'b0110111 : begin
           uses_rs1 = 1'b0;
           src_a_sel = 2'd2;
           imm_type = 2'd2;
           wr_reg = 1'b1;
        end
        default : begin
           illegal_instruction = 1'b1;
        end
      endcase  
   end  
   assign add_or_sub = ((opcode == 7'b0110011) && (funct7[5])) ? 4'd10 : 4'd0;
     assign srl_or_sra = (funct7[5]) ? 4'd5 : 4'd11;	
   always @(*) begin
      case (funct3)
        0 : alu_op_arith = add_or_sub;
       1 : alu_op_arith = 4'd1; 
        2 : alu_op_arith = 4'd12;
        3 : alu_op_arith = 4'd13;
        4 : alu_op_arith = 4'd4;
        5 : alu_op_arith = srl_or_sra; 
        6 : alu_op_arith = 4'd6;
	7 : alu_op_arith = 4'd7;
        default : alu_op_arith = 4'd0;
      endcase  
   end  
   assign rs_ent_md = (
		       (funct3 == 3'd0) ||
		       (funct3 == 3'd1) ||
		       (funct3 == 3'd2) ||
		       (funct3 == 3'd3)
		       ) ? 3 : 3;
   always @(*) begin
      md_req_op = 2'd0;
      md_req_in_1_signed = 0;
      md_req_in_2_signed = 0;
      md_req_out_sel = 2'd0;
      case (funct3)
        3'd0 : begin
        end
        3'd1 : begin
           md_req_in_1_signed = 1;
           md_req_in_2_signed = 0;
           md_req_out_sel = 2'd1;
        end
        3'd2 : begin
           md_req_in_1_signed = 0;
           md_req_out_sel = 2'd0;
        end
        3'd3 : begin
           md_req_out_sel = 2'd1;
        end
        3'd4 : begin
           md_req_op = 2'd1;
           md_req_in_1_signed = 1;
           md_req_in_2_signed = 0;
        end
        3'd5 : begin
           md_req_op = 2'd1;
        end
        3'd6 : begin
           md_req_op = 2'd2;
           md_req_in_1_signed = 1;
           md_req_in_2_signed = 1;
           md_req_out_sel = 2'd2;
        end
        3'd7 : begin
           md_req_op = 2'd2;
           md_req_out_sel = 2'd2;
        end
      endcase
   end
endmodule  
`default_nettype wire
==> ./run.sh <==
#!/bin/bash
# OpenROAD 26Q1-2900-gdf79404cd8, Yosys 0.63+post, stock flow scripts
make -C /OpenROAD-flow-scripts/flow DESIGN_CONFIG=/design/flow/config.mk WORK_HOME=/design/flow/orfs finish
==> reports/metrics.cfg <==
[yosys]
synth.mux.area_fraction = 0.01822
compound_area_frac = 0.1943
yosys_cells = 96
synthesis.yosys.warnings = 1
post_synth_xor_area_fraction = 0.01417
synth_cell_type_count = 37
synthesis.area_per_instance_sq_um = 6.438
synth.logic.top_family = simple AND/OR/NAND/NOR gates
adder_share = 0
register_area_share_after_synthesis = 0
yosys.stat.chipArea_sq_um = 618.1
syn_inst = 96
synth_area_sq_um = 618.1
yosys.area_share.simple = 0.4372

[pwr]
intPower_mw = 0.04348
post-layout-total-power_mw = 0.07210
p_leak_nw = 0.3561
ir_drop_uv = 16.38
power.switching_fraction = 0.3969
power-per-cell-area_nw_per_um2 = 75.13
comb_power_share = 1.000
switchingPower_mw = 0.02862
power.share.clock = 0
seqPwrFrac = 0

[final_layout]
flop_area_sq_um = 0
synthToLayoutAreaGrowth_pct = 55.26
post_route_cells_drive_above_1_share = 0.09402
ff_count = 0
layout_cells_excl_fill = 163
clkbuf_count = 0

[global_routing]
grt_pass1_wl_mm = 3.519
grt_antenna_before_repair = 0
pin_count_of_the_biggest_net_entering_global_routing = 14
grt_util_all_layers = 0.06511
gr-total-overflow = 0
grt_pass1_vias = 699

[worst_setup_path]
worst-path-max-fanout = 7
crit_arrival_ps = 2710
critical_path_class = primary input to output pin
cp_slowest_stage_delay_ps = 570
cell_chain_critical_path = clkdlybuf4s50_1, nor2_2, nor4bb_1, buf_4, a22oi_1, o21ai_1, clkdlybuf4s50_1
largest_delay_contributor_family_on_the_critical_path = buffers and inverters
timing.critical_path.to_type = output pin
crit_path_frequent_cell = sky130_fd_sc_hd__clkdlybuf4s50_1
worst_setup_path_start_kind = primary input
crit_slowest_cell = sky130_fd_sc_hd__clkdlybuf4s50_1
worst-endpoint-required_ps = 2880
path_buffers = 3

[die]
ports_placed_on_the_boundary = 78
initCoreUtil = 0.1810
fp-row-count = 21
core_area_sq_um = 3416
die_x_microns = 80
die_height_microns = 80
die-area_sq_um = 6400

[routing]
route.detailed.drc = 0
antenna_left = 0
via_count = 682
drt-wirelength-per-cell_microns = 13.41
drt_wl_total_mm = 2.186
drt_pass1_iterations = 4
diodes = 0
detailedRoute.firstIterationViolations = 16
vias_per_cell = 4.184

[timing]
finalSetupTns_ps = 0
rsz0062_at_grt = false
finalCritPeriodShare = 0.9520
setup_violations = 0
slew_violations = 0
final_hold_viol_count = 0
clock.fmax_ghz = 0.2918
post-route-min-period_ps = 3427

[placement]
dp.cells = 163
detailed_place_hpwl_mm = 1.907
gp_congestion = 0.8085
port_buffers = 45

[clock_network]
post_cts_resized = 0
postCtsHoldBufs = 0
cts_post_setup_buffers_inserted = 0

[job]
tool_warnings = 34
maxCapViolations = 0

[worst_hold_path]
holdCritPathClass = primary input to output pin

[run_status]
run_status = finished clean

## cell usage in the layout, fill, tap and decap left out, drive strengths merged, types with 2 or more instances in the layout
cell type and instances:
clkdlybuf4s50 45, nor2 11, nand2 10, o21ai 6, inv 4, nor2b 3, a21oi 3, buf 3
nor3 3, nor4 3, and2 2, nand3 2, and2b 2, a221o 2, nand3b 2, and3 2
## kinds of logic after synthesis
logic type | Yosys count
compound gates | 18
xor+xnor | 1
buf+inv | 31
mux | 1
other cells | 1
simple gates | 44
## power by group through the flow
stage	clock (mW)	sequential [mW]	combinational, mW
6_report	0	0	0.0721
4_1_cts	0	0	0.0733
5_1_grt	0	0	0.0799
## cells in the mapped netlist (3+ instances only)
library cell | instances | area [sq um]
sky130_fd_sc_hd__buf_4 | 23 | 172.7
sky130_fd_sc_hd__nand2_1 | 10 | 37.54
sky130_fd_sc_hd__nor2_1 | 10 | 37.54
sky130_fd_sc_hd__inv_1 | 4 | 15.01
sky130_fd_sc_hd__a21oi_1 | 3 | 15.01
sky130_fd_sc_hd__clkbuf_1 | 3 | 11.26
sky130_fd_sc_hd__nor2b_1 | 3 | 18.77
sky130_fd_sc_hd__o21ai_0 | 3 | 15.01
sky130_fd_sc_hd__o21ai_1 | 3 | 15.01
## routing by layer
| metal | GRT usage | wire length (microns) | up-vias |
|---|---|---|---|
| li1 | - | - | 352 |
| met1 | 0.07713 | 873 | 306 |
| met2 | 0.1091 | 1012 | 22 |
| met3 | 0.02841 | 269 | 2 |
| met4 | 0.007042 | 31 | 0 |
| met5 | 0 | 0 | - |
## metrics by stage
stage	area [sq um]	setup slack, ps	hold slack [ps]	utilization
final	959.7	172.9	1440	0.2810
after global routing	959.7	41.23	1440	0.2810
after CTS	959.7	176.0	1440	0.2810
after detailed placement	959.7	176.3	1440	0.2810
after global placement	959.7	197.5	1440	0.2810
after floorplan	618.1	1348	1455	-
## layout make-up
cell class                 count  area [sq um]
inverter                       4         15.01
timing repair buffer          48         473.0
fill                         381          2456
multi-input combinational     65         414.1
tap                           46         57.56
## path summary, 6_finish.rpt
kind              startpoint        end  cells past startpoint
setup / recovery     inst[3]  alu_op[1]                      7
hold / removal       inst[7]      rd[0]                      0
Power and IR drop assume default switching activity.
